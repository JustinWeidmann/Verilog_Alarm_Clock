`./config.mk`:
```
export PLATFORM = sky130hd
export DESIGN_NAME = lab03
export DESIGN_NICKNAME = lab03
export VERILOG_FILES = /design/flow/design.v
export SDC_FILE = /design/flow/constraint.sdc
export NUM_CORES = 4
export LEC_CHECK = 1
export CORE_UTILIZATION = 30
```
`./design.v`:
```
module counter13
  #(
    parameter int m=9,   
    parameter int b=$clog2(m)   
    )
   (
    input  logic         inc,
    input  logic         dec,
    input  logic         clk,
    input  logic         rst,
    output logic [b-1:0] cnt
    );
	logic [b:0] nextCnt;
	logic [b:0] scnt;
	always_comb begin
		unique case(1'b1)
			inc && !dec: nextCnt = cnt+1;
			dec && !inc: nextCnt = cnt-1;
			default: nextCnt = cnt;
		endcase
	end
	mydff #(b+1)epicDff(.clk, .rst, .en(1'b1), .q(scnt), .d(nextCnt));
	always_comb begin
		unique case(1'b1)
			(scnt==((2**(b+1))-1)): cnt = (m-1);
			(scnt==m): cnt = 0;
			default: cnt = scnt[b-1:0];
		endcase
	end
endmodule 
module decimalSplitter 
#(decb=8, splitb=4)
(
    input [decb-1:0] decimal_number,
    output reg [splitb-1:0] tens,
    output reg [splitb-1:0] ones
);
    assign tens = decimal_number / 10;
    assign ones = decimal_number % 10;
endmodule
module hdis(
	input logic [3:0] sw,
	output logic [6:0] dis
);
	always_comb begin
		unique case(sw)
			4'b0000: dis = 7'b1000000;
			4'b0001: dis = 7'b1111001;
			4'b0010: dis = 7'b0100100;
			4'b0011: dis = 7'b0110000;
			4'b0100: dis = 7'b0011001;
			4'b0101: dis = 7'b0010010;
			4'b0110: dis = 7'b0000010;
			4'b0111: dis = 7'b1111000;  
			4'b1000: dis = 7'b0000000;
			4'b1001: dis = 7'b0010000;
			4'b1010: dis = 7'b0001000;
			4'b1011: dis = 7'b0000011;
			4'b1100: dis = 7'b1000110;	 
			4'b1101: dis = 7'b0100001;
			4'b1110: dis = 7'b0000110;	 
			4'b1111: dis = 7'b0001110;	 
		endcase
	end
endmodule
module lab03(
    input logic rst,
    input logic clk,
    input logic timeSet,
    input logic upHour,
    input logic upMin,
    output logic secBlink,
    input logic debug,
	input logic alarmSet,
    output logic alarmLED,
    input logic alarmClear,
    output logic [6:0] hex0,
    output logic [6:0] hex1,
    output logic [6:0] hex2,
    output logic [6:0] hex3
);
    logic [26:0] count50;
	logic [26:0] countFast;
    logic [5:0] countMin;
    logic onceler;
    logic oneMin;
    logic oneHour;
	logic [7:0] timeMin;
	logic [7:0] timeHour;
	logic incMin;
	logic incHour;
	logic incAlarmMin;
	logic incAlarmHour;
	logic alarmOn;
	logic wasAlarm;
	logic [7:0] alarmMin;
	logic [7:0] alarmHour;
	logic [6:0] clockHex0;
    logic [6:0] clockHex1;
    logic [6:0] clockHex2;
    logic [6:0] clockHex3;
	logic [6:0] alarmHex0;
    logic [6:0] alarmHex1;
    logic [6:0] alarmHex2;
    logic [6:0] alarmHex3;
	 counter13 #(100_000) fastCount(.clk, .rst(!rst), .inc(1'b1), .dec(1'b0), .cnt(countFast));
    counter13 #(50_000_000) bigCout50(.clk, .rst(!rst), .inc(1'b1), .dec(1'b0), .cnt(count50));
	 assign onceler = debug? (countFast=='0):(count50=='0);
    counter13 #(60) minCount(.clk, .rst(!rst), .inc(onceler), .dec(1'b0), .cnt(countMin));
    assign oneMin = (countMin==5'd59);
    assign oneHour = ((timeMin==7'd59) && oneMin);
	 assign incMin = ((!timeSet && oneMin) || (timeSet && !upMin && upHour));
	 assign incHour = ((!timeSet && oneHour) || (timeSet && !upHour && upMin));
    timePiece #(59) min(.clk, .rst, .onceler, .inc(incMin), .dec(1'b0), .hex0(clockHex0), .hex1(clockHex1), .masterCout(timeMin));
    timePiece #(24) hour(.clk, .rst, .onceler, .inc(incHour), .dec(1'b0), .hex0(clockHex2), .hex1(clockHex3), .masterCout(timeHour));
	 assign secBlink = ((countMin%2) == 0);
	 assign incAlarmMin = (alarmSet && !upMin && upHour);
	 assign incAlarmHour = (alarmSet && !upHour && upMin);
	 timePiece #(59) alarmTimeMin(.clk, .rst, .onceler, .inc(incAlarmMin), .dec(1'b0), .hex0(alarmHex0), .hex1(alarmHex1), .masterCout(alarmMin));
    timePiece #(24) alarmTimeHour(.clk, .rst, .onceler, .inc(incAlarmHour), .dec(1'b0), .hex0(alarmHex2), .hex1(alarmHex3), .masterCout(alarmHour));
	 assign hex0 = alarmSet? alarmHex0:clockHex0;
	 assign hex1 = alarmSet? alarmHex1:clockHex1;
	 assign hex2 = alarmSet? alarmHex2:clockHex2;
	 assign hex3 = alarmSet? alarmHex3:clockHex3;
	 mydff #(1) keepAlarmOn(.clk, .rst(!rst), .en(1'b1), .d(alarmOn), .q(wasAlarm));
	 assign alarmOn = ((timeMin == alarmMin) && (timeHour == alarmHour) || (wasAlarm && alarmClear));
	 assign alarmLED = (secBlink && alarmOn);
endmodule
module mydff
  #(parameter int size = 1 )  
   (
    input  logic [size-1:0] d, 
    input  logic 	    clk, 
    input  logic 	    rst, 
    input  logic 	    en, 
    output logic [size-1:0] q
    );
   logic [511:0] 	    rst_val ;      
   assign    rst_val     = 512'd0 ;
   always_ff @ (posedge clk) begin
      priority case ( 1'b1 )
	(~rst):  q[size-1:0]  <=  rst_val[size-1:0] ;   
	( en):   q[size-1:0]  <=        d[size-1:0] ;   
	default: q[size-1:0]  <=        q[size-1:0] ;   
      endcase    
   end
endmodule  
module timePiece
#(cnt=60)
(
    input logic inc,
    input logic dec,
    input logic clk,
    input logic rst,
    input logic onceler,
    output logic [6:0] hex0,
    output logic [6:0] hex1,
	 output logic [7:0] masterCout
);
    logic masterDisInc;
    logic masterDisDec;
    logic [3:0] preHex0;
    logic [3:0] preHex1;
    assign masterDisInc = (onceler && inc && !dec);
    assign masterDisDec = (onceler && dec && !inc);
    counter13 #(cnt+1)masterCouter(.clk, .rst(!rst), .inc(masterDisInc), .dec(masterDisDec), .cnt(masterCout));
    decimalSplitter spliter(.decimal_number(masterCout), .tens(preHex1), .ones(preHex0));
    hdis dis0(.sw(preHex1), .dis(hex1));
    hdis dis1(.sw(preHex0), .dis(hex0));
endmodule
```
`./constraint.sdc`:
```
current_design lab03

set clk_period 6.3
set clk_io_pct 0.2

create_clock -name clk0 -period $clk_period [get_ports {clk}]

set non_clock_inputs [all_inputs -no_clocks]
set_input_delay [expr $clk_period * $clk_io_pct] -clock clk0 $non_clock_inputs
set_output_delay [expr $clk_period * $clk_io_pct] -clock clk0 [all_outputs]
```
`./run.sh`:
```
#!/bin/bash
# OpenROAD 26Q1-2900-gdf79404cd8, Yosys 0.63+post, stock flow scripts
make -C /OpenROAD-flow-scripts/flow DESIGN_CONFIG=/design/flow/config.mk WORK_HOME=/design/flow/orfs finish
```
==> impl_metrics.prom <==
# HELP chip_impl_metric Physical implementation figures
# TYPE chip_impl_metric gauge
chip_impl_info{name="outcome",value="finished clean"} 1
chip_impl_metric{name="critPathBufInv",unit=""} 5
chip_impl_metric{name="ys_cells",unit=""} 985
chip_impl_metric{name="overflow",unit=""} 0
chip_impl_metric{name="seq_area_frac_synth",unit=""} 0.214
chip_impl_metric{name="final.setup.tns",unit="ns"} 0
chip_impl_metric{name="vias",unit=""} 6704
chip_impl_metric{name="total_wire_length_after_detailed_routing",unit="mm"} 17.1
chip_impl_metric{name="cts.sinks",unit=""} 79
chip_impl_metric{name="clock_latency",unit="ns"} 0.34
chip_impl_metric{name="fillerInstances",unit=""} 2493
chip_impl_metric{name="ys.warnings.count",unit=""} 17
chip_impl_info{name="cp-end-kind",value="primary output"} 1
chip_impl_metric{name="timing.final.setup_violations",unit=""} 0
chip_impl_metric{name="delay_of_the_slowest_cell_on_the_worst_path",unit="ns"} 0.42
chip_impl_info{name="min_to",value="keepAlarmOn.q"} 1
chip_impl_metric{name="reg2regPathDepth",unit=""} 9
chip_impl_metric{name="synth_register_bits",unit=""} 79
chip_impl_metric{name="power.static_leakage",unit="nW"} 3.43
chip_impl_metric{name="n_antenna_cell",unit=""} 0
chip_impl_metric{name="cts_bufs_inserted",unit=""} 9
chip_impl_metric{name="worst_pin_slew",unit="ns"} 0.826
chip_impl_metric{name="worst_slew_margin_rel",unit=""} 0.447
chip_impl_metric{name="layout-drive-gt1-share",unit=""} 0.102
chip_impl_metric{name="fin_skew",unit="ns"} 0.00755
chip_impl_metric{name="tool_warnings",unit=""} 75
chip_impl_metric{name="yosys.cell_types.count",unit=""} 82
chip_impl_metric{name="timing.max_cap.violations",unit=""} 0
chip_impl_info{name="critPathTopFamily",value="AND-OR/OR-AND gates"} 1
chip_impl_info{name="critical_path.reg2reg.startpoint",value="bigCout50.epicDff.q[16]"} 1
chip_impl_metric{name="via_count_of_the_first_global_routing_pass",unit=""} 6016
chip_impl_info{name="cell_at_the_root_of_the_clock_tree",value="sky130_fd_sc_hd__clkbuf_16"} 1
chip_impl_metric{name="grt_pass1_wl",unit="mm"} 28.6
chip_impl_metric{name="area.combinational",unit="mm²"} 0.00546
chip_impl_metric{name="finalHoldWorstSlack",unit="ns"} 0.492
chip_impl_info{name="critical_path.slowest_cell",value="sky130_fd_sc_hd__clkdlybuf4s50_1"} 1
chip_impl_info{name="hp-class",value="reg -> reg"} 1
chip_impl_metric{name="fp_util",unit=""} 0.304
chip_impl_metric{name="reg2reg_slack",unit="ns"} 3.14
chip_impl_metric{name="edf_count",unit=""} 0
chip_impl_metric{name="area_growth_syn_to_layout",unit="%"} 16.0
chip_impl_metric{name="fp-row-count",unit=""} 57
chip_impl_metric{name="die_h",unit="µm"} 159
chip_impl_info{name="timing.critical_path.cells",value="inv_1, ha_2, nand3b_1, or2_4, nand2_2, inv_1, ha_1, nand2_1, o211ai_1, o31ai_2, nand2b_4, inv_2, xnor2_1, ha_2, o32ai_1, a221oi_2, buf_6, mux2_2, mux2i_1, a21oi_1, clkdlybuf4s50_1"} 1
chip_impl_metric{name="chip_area",unit="mm²"} 0.0252
chip_impl_metric{name="drt_first_iter_violations",unit=""} 545
chip_impl_info{name="crit_path_start_kind",value="flip-flop"} 1
chip_impl_metric{name="drt_drc_violations_left",unit=""} 0
chip_impl_metric{name="synth_cells",unit=""} 985
chip_impl_metric{name="yosysChipArea",unit="mm²"} 0.00738
chip_impl_metric{name="final_max_slew_viol_count",unit=""} 0
chip_impl_metric{name="finalHoldViolCount",unit=""} 0
chip_impl_metric{name="powerDensity",unit="mW/mm²"} 136
chip_impl_metric{name="cts_max_level",unit=""} 3
chip_impl_metric{name="number_of_antenna_violations_at_the_first_check_in_global_routing",unit=""} 0
chip_impl_info{name="timing.setup.critical_path_class",value="reg -> out"} 1
chip_impl_metric{name="wire_per_inst",unit="µm"} 12.6
chip_impl_metric{name="max-vdd-ir-drop",unit="mV"} 0.124
chip_impl_metric{name="async_reset_ff_frac",unit=""} 0
chip_impl_metric{name="mappedNetlistArea",unit="mm²"} 0.00738
chip_impl_metric{name="gr-usage-all-layers",unit=""} 0.134
chip_impl_metric{name="portBuffers",unit=""} 36
chip_impl_metric{name="critPathArrivalTime",unit="ns"} 4.75
chip_impl_metric{name="final_period_minus_worst_setup_slack",unit="ns"} 6.01
chip_impl_metric{name="grt_start_max_net_pins",unit=""} 68
chip_impl_info{name="hold_path_startpoint",value="keepAlarmOn.q"} 1
chip_impl_metric{name="regArea",unit="mm²"} 0.00158
chip_impl_metric{name="floorplan.io_pins",unit=""} 38
chip_impl_info{name="rsz_0062_raised_after_global_routing",value="yes"} 1
chip_impl_metric{name="drt.antenna.violating_nets",unit=""} 0
chip_impl_metric{name="crit_required",unit="ns"} 5.04
chip_impl_metric{name="cts.clk_slew.worst_paths",unit="ns"} 0.06
chip_impl_metric{name="gp_congestion",unit=""} 0.884
chip_impl_metric{name="max_clock_freq",unit="MHz"} 166
chip_impl_metric{name="via_per_inst",unit=""} 4.97
chip_impl_metric{name="firstDrtPassIters",unit=""} 7
chip_impl_info{name="critical_path.reg2reg.endpoint",value="alarmTimeMin.masterCouter.epicDff.q[4]"} 1
chip_impl_metric{name="hpwl",unit="mm"} 12.6
chip_impl_metric{name="cp_max_fo",unit=""} 12
chip_impl_metric{name="clk_path_buf_depth",unit=""} 2
chip_impl_metric{name="holdBufCountCts",unit=""} 0
chip_impl_metric{name="post_synth.cell_area_avg",unit="µm²"} 7.49
chip_impl_metric{name="core_region_area",unit="mm²"} 0.0242
chip_impl_metric{name="floorplan.die.width",unit="µm"} 159
chip_impl_info{name="flop_cell",value="sky130_fd_sc_hd__dfxtp_1"} 1
chip_impl_metric{name="fin_crit_sh",unit=""} 0.954
chip_impl_info{name="tritoncts",value="yes"} 1
chip_impl_metric{name="hold_path_depth",unit=""} 2
==> cell usage after synthesis, drive strengths merged, types with 3 or more instances <==
library cell	n	area, µm²
nand3b	5	37.5
nand2	106	398
o21a	15	120
a311oi	5	43.8
and4	5	43.8
mux2	11	131
nor2b	10	62.6
nand4	16	100
and2	5	31.3
o2bb2ai	3	26.3
nor4	14	93.8
and4b	4	40.0
ha	74	926
a21boi	5	37.5
a211oi	7	52.6
nand3	48	245
o31ai	6	45.0
and3	21	131
a21o	4	30.0
a2bb2oi	3	26.3
buf	15	100
o221ai	3	26.3
a21oi	46	241
or2	6	37.5
o211ai	6	45.0
dfxtp	79	1580
nor2	123	462
xor2	20	175
inv	61	229
a31oi	16	100
or4	3	26.3
nor3	24	120
xnor2	52	455
clkbuf	27	101
o21ai	46	257
nand4b	5	43.8
a22o	3	26.3
mux2i	23	230
nor4b	5	43.8
nand2b	14	87.6
o31a	3	26.3
or3	6	37.5
==> final cells by class <==
class	instances	area share
Multi-Input combinational cell	804	0.637
Tap cell	324	0.0474
Clock buffer	9	0.0263
Timing Repair Buffer	66	0.0683
Sequential cell	79	0.185
Inverter	61	0.0268
Clock inverter	7	0.00906
==> power breakdown <==
group	switching (W)	total, W	internal [W]
logic	0.0000633	0.000119	0.0000556
clock network	0.000221	0.000532	0.000311
registers	0.00000854	0.000516	0.000507
==> logic make-up after synthesis <==
| group | Yosys count | share of synthesized area |
|---|---|---|
| DFF | 79 | 0.214 |
| adders and majority gates | 75 | 0.127 |
| xor gates and xnor gates | 72 | 0.0854 |
| buffers and inverters | 103 | 0.0583 |
| other | 1 | 0.000508 |
| and+or+nand+nor | 427 | 0.286 |
| muxes | 34 | 0.0490 |
| AOI/OAI and AO/OA | 194 | 0.180 |
==> metrics by stage <==
step           power (W)  instance area (µm²)  utilization  worst slack (ns)  std cells
3_5_place_dp    0.000645                 8070        0.333             0.303       1320
5_1_grt          0.00122                 8560        0.353           -0.0575       1350
3_3_place_gp    0.000645                 8070        0.333             0.390       1320
4_1_cts          0.00118                 8370        0.345           0.00392       1336
6_report         0.00117                 8560        0.353             0.288       1350
2_1_floorplan   0.000599                 7380            -             0.919        985
==> cells in the final DEF (no fill, tap or decap), drive strengths merged, types with 4 or more instances in the layout <==
cell type,synthesis,layout
and4b,4,4
nand3b,5,5
xnor2,52,52
ha,74,74
and4,5,5
a21boi,5,5
xor2,20,20
and2,5,5
a21o,4,4
a311oi,5,5
nand4b,5,5
nand2,106,106
nor4,14,14
inv,61,64
or3,6,6
mux2,11,11
nor4b,5,5
o31ai,6,6
nand3,48,48
clkbuf,27,9
nand4,16,16
clkdlybuf4s50,0,35
o211ai,6,6
or2,6,6
and3,21,21
dfxtp,79,79
nor2b,10,10
a31oi,16,16
a211oi,7,7
o21ai,46,46
nand2b,14,14
o21a,15,15
nor3,24,24
buf,15,31
nor2,123,123
mux2i,23,23
a21oi,46,46
==> worst max path at each step <==
stage                                 startpoint      end  slack [ns]  cells after the start
6_report  alarmTimeMin.masterCouter.epicDff.q[0]  hex0[1]        0.29                     21
5_1_grt   alarmTimeMin.masterCouter.epicDff.q[0]  hex0[0]       -0.06                     21
4_1_cts   alarmTimeMin.masterCouter.epicDff.q[0]  hex0[3]       0.004                     22
==> registers in the layout, indices dropped and copies added, names as in the netlist <==
name	count
alarmTimeHour.masterCouter.epicDff.q	6
alarmTimeMin.masterCouter.epicDff.q	7
bigCout50.epicDff.q	27
fastCount.epicDff.q	18
hour.masterCouter.epicDff.q	6
keepAlarmOn.q	1
min.masterCouter.epicDff.q	7
minCount.epicDff.q	7
==> layer usage <==
metal  track usage  up-vias  routed length (µm)
met5             0        -                   0
met4        0.0175        0                 275
met3        0.0157       21                 500
met2         0.205       84                7320
met1         0.207     3064                8970
li1              -     3535                   -
==> what timing repair did <==
| item | in CTS | in global routing |
|---|---|---|
| pin swaps | 0 | 4 |
| cloned | 0 | 1 |
| endpoints found under the setup margin | 6 | 11 |
| buffers inserted | 0 | 13 |
| gates resized | 1 | 22 |
==> worst min-delay path, delay by kind of cell (launching register included) <==
family,cells,cell delay (ns)
DFF,1,0.31
and+or+nand+nor,1,0.08
AOI/OAI and AO/OA,1,0.08
Power is estimated from default activity; no workload was simulated.
